==> ./design.v <==
module TOP_UART_RX (
    input wire              clk,
    input wire              rst,
    input wire              RX_IN,
    output wire [7:0]       p_data
);
wire            edge_bit_cnt_enable,bit_cnt_reset;
wire [3:0]      bit_cnt;
wire [4:0]      edge_cnt;
edge_bit_counter top_edge_bit_counter (
    .enable(edge_bit_cnt_enable),
    .clk(clk),
    .rst(rst),
    .bit_cnt(bit_cnt),
    .bit_cnt_reset(bit_cnt_reset),
    .edge_cnt(edge_cnt)
);
wire         deser_en;
wire         data_sample_en;
 UART_RX_FSM  top_UART_RX_FSM (
.RX_IN(RX_IN),
.rst(rst),
.clk(clk),
.bit_cnt(bit_cnt),
.edge_cnt(edge_cnt),
.deser_en(deser_en),
.edge_bit_cnt_enable(edge_bit_cnt_enable),
.bit_cnt_reset(bit_cnt_reset),
.data_sample_en(data_sample_en)
);
wire       sampled_bit;
 data_sampling  top_data_sampling (
    .RX_IN(RX_IN),
    .edge_cnt(edge_cnt),
    .rst(rst),
    .clk(clk),
    .data_sample_en(data_sample_en),
    .sampled_bit(sampled_bit)
);
 deserializer top_deserializer (
    .desser_en(deser_en),
    .clk(clk),
    .rst(rst),
    .sampled_bit(sampled_bit),
    .bit_cnt(bit_cnt),
    .edge_cnt(edge_cnt),
    .p_data(p_data)
);
endmodule
module UART_RX_FSM (
input  wire        RX_IN,
input  wire        rst,
input  wire        clk,
input  wire [3:0]  bit_cnt,
input  wire [4:0]  edge_cnt,
output reg         deser_en,
output reg         edge_bit_cnt_enable,
output reg         bit_cnt_reset,
output reg         data_sample_en
);
localparam  [2:0]    IDLE = 3'b000,
                     start = 3'b001,
                     data = 3'b010,
                     stop =3'b011;
reg    [2:0]         current_state,
                     next_state ;
always @(negedge clk or negedge rst)
 begin
  if(!rst)
   begin
     current_state <= IDLE ;
   end
  else
   begin
     current_state <= next_state ;
   end
 end
always @(*)
 begin
edge_bit_cnt_enable=0;
data_sample_en=0;
deser_en=0;
bit_cnt_reset=0;
  case(current_state)
  IDLE     : begin
              if(RX_IN==0)	
              begin
                next_state =start;
                edge_bit_cnt_enable=1;
              end
              else
              begin
                next_state=IDLE;
                edge_bit_cnt_enable=0;
              end		  
             end
  start       : begin
                edge_bit_cnt_enable=1;
                data_sample_en=1;
              if(bit_cnt==0 && edge_cnt==7)
               begin
                next_state=data;
                end
                else
                begin
                next_state=start;
                end
                end 
  data     : begin
                edge_bit_cnt_enable=1;
                data_sample_en=1;
                deser_en=1;
              if(bit_cnt==8 && edge_cnt==7 )
              begin
                next_state=stop;
              end
              else 
              begin
                next_state=data;
              end
            end
 stop     : begin
               edge_bit_cnt_enable=1;
               data_sample_en=1;
               deser_en=0;
              if(bit_cnt==9  && edge_cnt==7)
              begin
                next_state=IDLE;
                bit_cnt_reset=1;
              end
              else 
              begin
                next_state=stop;
                bit_cnt_reset=0;
              end
            end
  default :   next_state = IDLE ;		 
  endcase
end	
endmodule		
module data_sampling (
    input wire            RX_IN,
    input wire [4:0]     edge_cnt,
    input wire           rst,
    input wire           clk,
    input wire           data_sample_en,
    output reg           sampled_bit
);
always @(negedge clk , negedge rst)
begin
if(!rst)
begin
    sampled_bit<=0;
end
else 
if(data_sample_en && edge_cnt== 4)
begin
    sampled_bit <= RX_IN;
end
end
endmodule
module deserializer (
    input wire        desser_en,
    input wire        clk,
    input wire        rst,
    input wire        sampled_bit,
    input wire  [3:0] bit_cnt,
    input wire  [4:0] edge_cnt,
    output reg [7:0]  p_data
);
reg [8:1] mem_reg;
always @(negedge clk , negedge rst)
begin
    if(!rst)
    begin
        mem_reg<=8'b0;
        p_data<=8'b0;
    end
    else
    begin
    if(desser_en==1 && edge_cnt == 7)
    begin
        mem_reg[bit_cnt]<=sampled_bit;     
    end
    if (bit_cnt==9)
    begin
    p_data<= mem_reg;
    end
    end
end
endmodule
module edge_bit_counter (
    input wire            enable,
    input wire            clk,
    input wire            rst,
    input wire            bit_cnt_reset,
    output reg [3:0]      bit_cnt,
    output reg [4:0]      edge_cnt
);
always @(negedge clk , negedge rst)
begin
    if(!rst)
    begin
        bit_cnt<=4'b0;
        edge_cnt<=5'b0;
    end
    else
    begin
        if(bit_cnt_reset)
        begin
            bit_cnt<=0;
            edge_cnt<=0;
        end
        else if(enable)
        begin
            if(edge_cnt < 7)
            begin
                edge_cnt<= edge_cnt +1;
            end
            else
            begin
                edge_cnt<= 0;
            end
            if(edge_cnt== 7)
            begin
                bit_cnt<=bit_cnt+1;
            end
        end
        else
        begin
        edge_cnt<=5'b0;
        bit_cnt<=4'b0;
        end
    end
end
endmodule
==> ./run.sh <==
#!/bin/bash
# OpenROAD 26Q1-2900-gdf79404cd8, Yosys 0.63+post, stock flow scripts
make -C /OpenROAD-flow-scripts/flow DESIGN_CONFIG=/design/flow/config.mk WORK_HOME=/design/flow/orfs finish
==> ./config.mk <==
export PLATFORM = sky130hd
export DESIGN_NAME = TOP_UART_RX
export DESIGN_NICKNAME = TOP_UART_RX
export VERILOG_FILES = /design/flow/design.v
export SDC_FILE = /design/flow/constraint.sdc
export NUM_CORES = 4
export LEC_CHECK = 1
export CORE_UTILIZATION = 30
==> ./constraint.sdc <==
current_design TOP_UART_RX

set clk_period 2.7
set clk_io_pct 0.2

create_clock -name clk0 -period $clk_period [get_ports {clk}]

set non_clock_inputs [all_inputs -no_clocks]
set_input_delay [expr $clk_period * $clk_io_pct] -clock clk0 $non_clock_inputs
set_output_delay [expr $clk_period * $clk_io_pct] -clock clk0 [all_outputs]
==> impl_results.rst <==
Synthesis and place-and-route
=============================

.. list-table::
   :header-rows: 1

   * - Metric
     - Value
   * - Area overhead of the layout relative to synthesis
     - 37.13%
   * - Worst setup timing slack at the placement stage
     - -345.8 ps
   * - Clk ins delay skew pair
     - 330 ps
   * - Die outline width
     - 77.84 µm
   * - Peak ir drop on the vdd network
     - 242.1 µV
   * - Chip area
     - 0.006058 mm²
   * - Ordered list of cells on the worst path
     - inv_4 > ha_4 > a21boi_4 > xor2_4 > nor2_4 > and2_4 > inv_2 > ha_4 > and4b_1 > nand3_2 > or3_4 > nor3_4 > mux2_4
   * - Final cell utilization of the core
     - 42.71%
   * - Total global-route track usage
     - 11.51%
   * - Final cell count without fillers
     - 286
   * - Number of cells after detailed placement
     - 271
   * - Core area
     - 0.005540 mm²
   * - Cell with the largest stage delay on the worst path
     - dfrtn_1
   * - Result of the run
     - finished with violations
   * - Post-layout total power
     - 874.2 µW
   * - Critical Path RT
     - 4180 ps
   * - Number of hold violations in the final report
     - 0
   * - Data arrival at the endpoint of the critical path
     - 4490 ps
   * - Area figure in the yosys stat output
     - 0.001725 mm²
   * - Violations in the final reports
     - setup timing
   * - Minimum clock period
     - 3009 ps
   * - Static Leak
     - 1.130 nW
   * - Count of unresolved DRC violations after routing
     - 0
   * - Internal power summed over all cells
     - 679.5 µW
   * - Avg Inst Size Synth
     - 10.21 µm²
   * - Number of buffers created by CTS
     - 5
   * - Number of detailed-routing iterations run before antenna repair
     - 4
   * - Start point of the worst min-delay path
     - top_deserializer.mem_reg[2]$_DFFE_NN0P_
   * - Pwr/cell area
     - 369.5 mW/mm²
   * - Mapped Area
     - 0.001725 mm²
   * - Largest type area fraction
     - 42.06%
   * - Crit share post-route
     - 111.4%
   * - OpenROAD warning count
     - 36
   * - CTS clock-pin slew for the worst setup and hold paths
     - 50 ps
   * - Clock share of power
     - 43.5%
   * - CTS Hold Buffers Added
     - 0
   * - Remaining global-route overflow
     - 0
   * - Initial core utilization
     - 31.14%
   * - Post-DR vias/cell
     - 4.416
   * - Cell area after layout
     - 0.002366 mm²
   * - Fin Clk Skew
     - 48.52 ps
   * - Yosys cell count
     - 169
   * - Kind of end point of the critical path
     - register
   * - WL final
     - 3170 µm
   * - Registers, synthesis
     - 30
   * - Commonest cells after routing, fill and taps aside
     - nand2_1, buf_4, dfrtn_1, nor2_1
   * - Number of warnings reported in the yosys synthesis log
     - 4
   * - Cell types occupying the most area after synthesis
     - dfrtn_1, ha_1, nand2_1
   * - Most common library cell in the layout ignoring fill and taps
     - nand2_1
   * - First-pass GRT wire length
     - 5388 µm
   * - Nature of the critical path startpoint
     - register
   * - Top achievable clock speed
     - 332.3 MHz
   * - H-Tree Depth
     - 2
   * - Max-capacitance violation count
     - 0
   * - RSZ-0062 raised after global routing
     - yes
   * - Total count of max-transition violations in the final report
     - 0
   * - Sw frac
     - 22.27%
   * - Clock tree from TritonCTS
     - yes
   * - GP Congestion
     - 0.7628
   * - CTS max path bufs
     - 2
   * - RR Startpoint
     - top_edge_bit_counter.bit_cnt[1]$_DFFE_NN0P_
   * - Diodes inserted
     - 0
   * - Cell type contributing the most total cell area after synthesis
     - dfrtn_1
   * - Via count of the first global-routing pass
     - 1204
   * - Total half-perimeter wirelength after legalization and detailed placement
     - 2333 µm
   * - Routed length per instance
     - 11.08 µm
   * - Count of mapped cells out of synthesis
     - 169
   * - Final Setup Violations
     - 7
   * - Pin count of the biggest net entering global routing
     - 18
   * - Number of filler instances in the final layout
     - 516
   * - Cell variety after synth
     - 41
   * - Setup Total Neg Slack
     - -1478 ps
   * - Critical path type
     - reg2reg
   * - Most frequent CP cell
     - ha_4
   * - Clock Sinks
     - 30
   * - Final hold slack
     - 409.6 ps
   * - Peak per-stage delay on the critical path
     - 460 ps
   * - Die height
     - 77.84 µm
   * - Clk Tree Root Cell
     - clkbuf_8
   * - Sequential group share of total power
     - 52.9%
   * - Share of power burned in combinational logic
     - 3.6%
   * - Via total after detailed routing
     - 1263
   * - Maximum fanout count along the critical path
     - 5
   * - Iteration-0 DRC Markers
     - 33
   * - Switching power
     - 194.7 µW
   * - Sequential cell area fraction in the yosys report
     - 43.58%
   * - Number of antenna-violating nets in the routed design
     - 0
   * - Source of the critical timing path
     - top_edge_bit_counter.bit_cnt[1]$_DFFE_NN0P_
   * - Placed cell areas
     - 0.002182 mm²
   * - Count of standard-cell rows
     - 27
   * - Crit path setup slack, layout
     - -308.9 ps
   * - Classification of the worst-slack hold path
     - reg2reg
   * - Initial antenna violation count
     - 0
   * - Number of port buffers
     - 10
   * - # IOs
     - 11
   * - Share of post-route cells with drive strength above 1
     - 36.92%
synth_stat cells (all sizes together):
library cell	count
a211oi	1
a21boi	1
a21o	1
a21oi	4
a32o	1
and2	1
and3	2
and3b	1
and4b	1
and4bb	2
buf	4
clkbuf	1
conb	1
dfrtn	29
dfstp	1
ha	16
inv	9
mux2	9
nand2	32
nand2b	1
nand3	10
nand3b	2
nand4	3
nand4b	2
nor2	14
nor2b	1
nor3	2
nor3b	1
nor4	4
nor4b	1
o21ai	2
or3	3
xnor2	2
xor2	4
critical path, delay by kind of cell, from the launching register on:
family	cells	cell delay [ps]
mux	1	310
buf+inv	2	110
fa+ha+maj	2	350
compound gates	1	140
simple gates	6	1270
flops	1	460
xor+xnor	1	190
cell type report:
type,count,area [µm²],area share [%]
clock buffers,6,82.58,3.490
repair buffers,41,304.0,12.85
inverters,8,32.53,1.375
clock inverters,3,15.01,0.6346
flip-flops and latches,30,752.0,31.78
well taps,72,90.09,3.808
multi-input cells,126,1090,46.06
worst paths after layout:
check                                                              to  slack, ps  depth (start not counted)
setup reg to reg              top_deserializer.mem_reg[4]$_DFFE_NN0P_       -310                         13
hold reg to reg                top_deserializer.p_data[1]$_DFFE_NN0N_        410                          2
hold / removal                 top_deserializer.p_data[1]$_DFFE_NN0N_        410                          2
min in group asynchronous  top_UART_RX_FSM.current_state[2]$_DFF_NN0_       1780                          1
max in group asynchronous      top_deserializer.p_data[6]$_DFFE_NN0N_        470                          2
setup / recovery              top_deserializer.mem_reg[4]$_DFFE_NN0P_       -310                         13
power by group through the flow:
stage | logic, mW | clock network [mW] | registers [mW]
5_1_grt | 0.0359 | 0.412 | 0.463
4_1_cts | 0.0329 | 0.389 | 0.462
6_report | 0.0317 | 0.380 | 0.463
what timing repair did:
action,in CTS,in global routing
gates resized,31,6
endpoints found under the setup margin,19,13
buffers inserted,6,1
pin swaps,6,2
layer usage:
| layer | global-route usage, % | routed length, µm |
|---|---|---|
| met2 | 18.23 | 1413 |
| met3 | 3.584 | 105 |
| met4 | 0.9434 | 16 |
| met1 | 16.39 | 1635 |
| met5 | 0 | 0 |
logic make-up after synthesis:
group | Yosys count | share of synthesized area, %
AND-OR/OR-AND | 10 | 4.278
XOR/XNOR | 6 | 5.221
adder cells (fa/ha/maj) | 16 | 11.60
buffers and inverters | 14 | 3.335
flip-flops | 30 | 43.58
multiplexers | 9 | 5.874
other | 1 | 0.2173
AND/OR/NAND/NOR | 83 | 25.89
Power is estimated from default activity; no workload was simulated.
